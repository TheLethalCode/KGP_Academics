==> design.v <==
`timescale 1ns / 1ps
module registerBank(
		input clk,								 
		input write,							 
		input [4:0] wrAddr,					 
		input [31:0] wrData,       		 
		input [4:0] rdAddrA,       		 
		input [4:0] rdAddrB,
		output reg [31:0] rdDataA,
		output reg [31:0] rdDataB,
		output [31:0] flagReg,				 
		output [31:0] raReg					 
    );
	reg [31:0] r[31:0];
	initial begin
		r[0]=32'b0;	r[8]=32'b0;		r[16]=32'b0;	r[24]=32'b0;	
		r[1]=32'b0; r[9]=32'b0;		r[17]=32'b0;	r[25]=32'b0;	
		r[2]=32'b0; r[10]=32'b0;	r[18]=32'b0;	r[26]=32'b0;	
		r[3]=32'b0; r[11]=32'b0;	r[19]=32'b0;	r[27]=32'b0;	
		r[4]=32'b0; r[12]=32'b0;	r[20]=32'b0;	r[28]=32'b0;	
		r[5]=32'b0; r[13]=32'b0;	r[21]=32'b0;	r[29]=32'b0;	
		r[6]=32'b0; r[14]=32'b0;	r[22]=32'b0;	r[30]=32'b0;	
		r[7]=32'b0; r[15]=32'b0;	r[23]=32'b0;	r[31]=32'b0;
	end
	assign flagReg = r[22];
	assign raReg = r[8];
	always @(clk or rdAddrA or rdAddrB) begin
		if( rdAddrA >= 32)
			rdDataA = 32'hffffffff;
		else
			rdDataA = r[rdAddrA];
		if( rdAddrB >= 32)
			rdDataB = 32'hffffffff;
		else
			rdDataB = r[rdAddrB];
	end
	always @(posedge clk) begin
		if(write)
			r[wrAddr] = wrData;
	end
endmodule
==> run.sh <==
#!/bin/bash
# OpenROAD 26Q1-2900-gdf79404cd8, Yosys 0.63+post, stock flow scripts
make -C /OpenROAD-flow-scripts/flow DESIGN_CONFIG=/design/flow/config.mk WORK_HOME=/design/flow/orfs finish
==> config.mk <==
export PLATFORM = sky130hd
export DESIGN_NAME = registerBank
export DESIGN_NICKNAME = registerBank
export VERILOG_FILES = /design/flow/design.v
export SDC_FILE = /design/flow/constraint.sdc
export NUM_CORES = 4
export LEC_CHECK = 1
export CORE_UTILIZATION = 50
==> constraint.sdc <==
current_design registerBank

set clk_period 5.1
set clk_io_pct 0.2

create_clock -name clk0 -period $clk_period [get_ports {clk}]

set non_clock_inputs [all_inputs -no_clocks]
set_input_delay [expr $clk_period * $clk_io_pct] -clock clk0 $non_clock_inputs
set_output_delay [expr $clk_period * $clk_io_pct] -clock clk0 [all_outputs]
==> out/qor.csv <==
metric;value;unit
synthesis area per yosys;48800;µm²
Hold Path Depth;2;
register share after synthesis;63.1;%
peak supply drop;0.293;mV
Avg Cell Area, Syn;14.4;µm²
Synth Warn #;1;
Pre-Repair DR Iteration Count;5;
Commonest flop;edfxtp_1;
Horiz. Die Dim;314;µm
grt total ovfl;0;
die area;98800;µm²
Core Box Area;96700;µm²
number of global-route vias before repair;33500;
CTS Buf Count;112;
Arrival @ worst endpoint;3.81;ns
CTS max path bufs;3;
CTS Hold Buffers Added;0;
max reg flops;1024;
IO Port Bufs;176;
Worst Max-Slew Pin Slew;0.974;ns
vias;31700;
# diodes;0;
share of layout cells above drive strength 1;10.9;%
Max Slew Vio Count;0;
area grow syn2layout;16.5;%
# IOs;177;
slew margin rel.;34.9;%
Registers, synthesis;1024;
Final period util;94.7;%
# DRC;0;
fmax;207;MHz
# resized after CTS;0;
Design Area, Final;56800;µm²
number of enable flip-flop cells;1024;
Top-area cell share;63.1;%
RSZ-0062 raised after global routing;false;
WL per Instance;30.8;µm
Cell Area, Synth;48800;µm²
endpoint class of the critical path;output port;
CP max stage delay;0.62;ns
status;finished, final reports clean;
clk root buf;clkbuf_16;
yosys cell count;3386;
GP Congestion;0.911;
critical path startpoint category;primary input;
FP Util;50.4;%
Fill cells;7146;
All-Layer GR Usage;34.3;%
hold worst-path end;r[26][25];
chip height;314;µm
hold wc startpoint;wrData[25];
slowest library cell on the worst path;clkdlybuf4s50_1;
largest net degree at the start of global routing;55;
Post-Route WL;153000;µm
first-pass GRT wire length;223000;µm
asr flop ratio synth;0;%
vias per cell;6.36;
Final min period;4.83;ns
number of H-tree levels;3;
Unique cell types;23;
Fin Setup TNS;0;ns
ANT nets after route;0;
CP max FO;22;
Clock Sinks;1024;
PwrDens;337;nW/µm²
top cells by count, synth;edfxtp_1 (1024), mux2i_1 (1024), nand2_1 (195);
max cap viols;0;
Pleak;21.0;nW
cells along the critical path;clkdlybuf4s50_1 > nor2b_4 > buf_4 > buf_4 > a22oi_1 > a31oi_1 > nand3_1 > clkdlybuf4s50_1;
Crit Path Class;primary input to output port;
Clk pin slew, worst setup/hold paths;0.06;ns
num rows;114;
initial antenna violation count;0;
Worst Path Required;4.08;ns
postcts setup bufs;0;
Hold Violations, Final;0;
Starting DRT DRC Count;2488;
Final setup viols;0;
Placement Cell Area;53200;µm²
Synth Instances;3386;
Post-DP HPWL;91900;µm
Synth area leaders;edfxtp_1 (63%), mux2i_1 (21%), a22oi_1 (3.0%);
count of tool warnings;26;
Yosys top cell by area;edfxtp_1;
TritonCTS clock tree;built;
worst hold path class;primary input to register;
[cells by family (layout without fill, tap and decap cells)]
family                 count (synthesis)  count (layout)  synth area share (%)
AND-OR/OR-AND                        576             576                  8.05
AND/OR/NAND/NOR                      509             509                  4.72
buffers and inverters                253             576                  3.15
flip-flops                          1024            1024                  63.1
multiplexers                        1024            1024                  21.0
[layer usage]
| metal | global-route usage [%] | up-vias | part of all wire (%) |
|---|---|---|---|
| met5 | 2.18 | - | 0.17 |
| met4 | 7.39 | 8 | 2.8 |
| met3 | 24.4 | 294 | 17 |
| met2 | 47.5 | 2031 | 44 |
| met1 | 46.5 | 15500 | 36 |
| li1 | - | 13900 | - |
[critical path, delay by kind of cell]
kind	cells	cell delay [ns]
buffers and inverters	4	1.90
and+or+nand+nor	2	0.40
AOI/OAI and AO/OA	2	0.45
[report_power, final]
part	internal, W	switching, W	total, W
registers	0.00937	0.0000461	0.00941
logic	0.000730	0.00110	0.00183
clock network	0.00462	0.00330	0.00792
total	0.0147	0.00444	0.0192
[per-stage QoR]
stage               utilization [%]  hold slack (ns)  setup slack, ns  instances  power (W)
finish                         58.7             1.15            0.268       4985     0.0192
global route                   58.7             1.16           0.0603       4985     0.0197
CTS                            58.7             1.12            0.307       4985     0.0192
detailed placement             55.0             1.81            0.314       4780     0.0114
global placement               55.0             1.83            0.366       4780     0.0114
floorplan                         -             1.12             1.65       3386     0.0105
[how the worst max path moves through the flow]
stage / from / to / slack [ns] / depth (start not counted)
final: rdAddrA[0] / rdDataA[16] / 0.27 / 8
after global routing: rdAddrB[2] / rdDataB[7] / 0.06 / 7
after CTS: rdAddrB[2] / rdDataB[7] / 0.31 / 7
[final cells by class]
type,instances,area [µm²],share of cell area (%)
multi-input combinational,2109,16800,29.5
timing repair buffer,371,4110,7.24
clock buffer,134,2890,5.08
tap,1276,1600,2.81
sequential,1024,30700,54.1
clock inverter,71,679,1.20
[cells in the final DEF (no fill, tap or decap), drive strengths merged]
cell type and instances:
a21oi 192, a22o 128, a22oi 192, a31oi 64, and2 2, buf 197
bufinv 12, clkbuf 134, clkdlybuf4s50 174, clkinv 49, clkinvlp 3, edfxtp 1024
inv 7, mux2i 1024, nand2 195, nand2b 4, nand3 194, nand3b 5
nor2 35, nor2b 4, nor3 64, or2 2, or3 1, or3b 3
Power is estimated from default activity; no workload was simulated.
