<file path="config.mk">
export PLATFORM = sky130hd
export DESIGN_NAME = jump_unit
export DESIGN_NICKNAME = jump_unit
export VERILOG_FILES = /design/flow/design.v
export SDC_FILE = /design/flow/constraint.sdc
export NUM_CORES = 4
export LEC_CHECK = 1
export CORE_UTILIZATION = 50
</file>
<file path="constraint.sdc">
current_design jump_unit

set clk_period 12.7
set clk_io_pct 0.2

create_clock -name clk0 -period $clk_period [get_ports {ena}]

set non_clock_inputs [all_inputs -no_clocks]
set_input_delay [expr $clk_period * $clk_io_pct] -clock clk0 $non_clock_inputs
set_output_delay [expr $clk_period * $clk_io_pct] -clock clk0 [all_outputs]
</file>
<file path="design.v">
`timescale 1ns / 1ps
module jump_unit(
		input [21:0] addr,  
		input [3:0] func,   
		input carryFlag,  
		input signFlag,
		input overflowFlag,
		input zeroFlag,
		input [31:0] raReg,  
		input [31:0] PC,  
		input ena,  
		output reg [31:0] PC_new,  
		output reg [31:0] ra_new  
    );
	always @(posedge ena) begin
		ra_new = raReg;
		case(func)
			4'd0:begin
						PC_new = {10'b0,addr};
						ra_new = PC + 1;
					end
			4'd1:begin
						if(overflowFlag == 0)
							PC_new = {10'b0,addr};
						else
							PC_new = PC+1;
					end
			4'd2:begin
						if(overflowFlag == 1)
							PC_new = {10'b0,addr};
						else
							PC_new = PC+1;
					end
			4'd3:begin
						if(signFlag == 0)
							PC_new = {10'b0,addr};
						else
							PC_new = PC+1;
					end
			4'd4:begin
						if(signFlag == 1)
							PC_new = {10'b0,addr};
						else
							PC_new = PC+1;
					end
			4'd5:begin
						if(carryFlag == 0)
							PC_new = {10'b0,addr};
						else
							PC_new = PC+1;
					end
			4'd6:begin
						if(carryFlag == 1)
							PC_new = {10'b0,addr};
						else
							PC_new = PC+1;
					end
			4'd7:begin
						if(zeroFlag == 0)
							PC_new = {10'b0,addr};
						else
							PC_new = PC+1;
					end
			4'd8:begin
						if(zeroFlag == 1)
							PC_new = {10'b0,addr};
						else
							PC_new = PC+1;
					end
			4'd9:begin
						PC_new = {10'b0,addr};
					end
			4'd10:begin
						PC_new = raReg;
					end
		endcase
	end
endmodule
</file>
<file path="run.sh">
#!/bin/bash
# OpenROAD 26Q1-2900-gdf79404cd8, Yosys 0.63+post, stock flow scripts
make -C /OpenROAD-flow-scripts/flow DESIGN_CONFIG=/design/flow/config.mk WORK_HOME=/design/flow/orfs finish
</file>
==> results.toml <==
# physical design summary
[floorplan]
core_region_area_sq_um = 7727
die_y_extent_microns = 91.28
die_width_microns = 91.28
ioPinCount = 159
chip_area_sq_um = 8331
fp_util_pct = 51.57
core.rowCount = 32

[critical_path]
cp_slowest_stage_delay_ns = 0.91
worstSetupStartpointType = "input pin"
cp_max_delay_cell = "sky130_fd_sc_hd__clkdlybuf4s50_1"
setup.worst_path.class = "input pin to register"
crit_fanout = 22
end_kind = "register"
worst_ep_required_time_ns = 12.79
crit_path_cell_trace = "clkdlybuf4s50_1, inv_1, o211a_1, nand4b_1, nor2_2, o21ai_0, a221o_1"
critPathArrivalTime_ns = 5.56

[place]
dp_slack_ns = 6.965
gpl.final_weighted_congestion = 0.9272
dpl-instance-area_sq_um = 5585
dp.final_hpwl_mm = 9.047
placement.io_buffers = 158

[clock_tree]
cts_tree = "yes"
cts.root.buffer_cell = "sky130_fd_sc_hd__clkbuf_8"
clock_tree.buffer_depth = 2
cts.clk_slew.worst_paths_ns = 0.07
cts_hold_buffers = 0
numClockSinks = 64
ctsHtreeMaxLevel = 3
cts_post_setup_buffers_inserted = 0
cts_made_buffers = 9
cts.repair.resized = 0

[route]
drc = 0
antenna_violating_nets_post_route = 0
n_antenna_cell = 0
wirelength_mm = 12.21
dr_total_vias = 4167
drtIter0Drc = 262
drt-wirelength-per-cell_microns = 16.64
drt-pass1-iter-count = 5
routed_via_density = 5.677

[logic_synthesis]
ys_sh_xor_pct = 6.813
post_synthesis_cell_count = 483
proportion_of_synthesized_area_in_mux_cells_pct = 1.319
yosys.area_share.simple_pct = 24.40
ys.flop_type = "sky130_fd_sc_hd__edfxtp_1"
yosys_cells = 483
ys_seq_elements = 64
synthAdderAreaFrac_pct = 0.3140
number_of_flops_mapped_to_enable_cells_by_yosys = 32
synthesis.area_sq_um = 3985
netlist_logic_family_top = "simple AND/OR/NAND/NOR gates"
max_area_cell_share_pct = 24.11
post_synth_ao_oa_area_fraction_pct = 22.17
synth_top_cell_by_area = "sky130_fd_sc_hd__edfxtp_1"
synth.lib_cells_used.distinct = 65
ys.warnings.count = 1
synth-area-yosys_sq_um = 3985
synth-async-reset-ratio_pct = 0
synth.yosys.seq_area_share_pct = 40.19
ys_top_cells_by_area = "sky130_fd_sc_hd__edfxtp_1 24%, sky130_fd_sc_hd__dfxtp_1 16%, sky130_fd_sc_hd__o21ai_0 7.3%"
postSynthAreaPerCell_sq_um = 8.251

[global_routing]
via_count_of_the_first_global_routing_pass = 3975
antenna_found_initial = 0
pin_count_of_the_biggest_net_entering_global_routing = 41
grt_util_all_layers_pct = 31.26
global_route_wire_length_before_repair_mm = 19.59
residual_overflow_from_global_routing = 0

[sta]
setup_violations = 0
fin_crit_sh_pct = 43.08
timing.slew.headroom_pct = 49.67
drv_slew = 0
final.min_clock_period_ns = 5.471
crit_path_setup_slack_layout_ns = 7.229
hold-worst-slack_ns = 2.793
fmaxAchievable_mhz = 182.8
fin_setup_tns_ns = 0
worstMarginPinSlew_ns = 0.7526
hold_violations = 0
grt_setup_unrepaired = "no"

[flow_run]
drv_cap = 0
stage_log_warnings = 26

[layout]
leading_cell_types_in_the_layout_fill_and_taps_excluded = "158 x sky130_fd_sc_hd__clkdlybuf4s50_1, 71 x sky130_fd_sc_hd__nand2_1, 58 x sky130_fd_sc_hd__o21ai_0"
fill_cells = 544
layout_top_cell_excl_fill_tap = "sky130_fd_sc_hd__clkdlybuf4s50_1"
layout-area-overhead-vs-synth_pct = 44.49
share_of_cells_above_drive_strength_1_pct = 5.063
postLayoutCoreUtil_pct = 74.51
post-route-cell-area_sq_um = 5758

[pwr]
power.density_cell_area_nw_per_um2 = 97.28
max-vdd-ir-drop_mv = 0.05596
power.leakage_uw = 0.002138

[min_path]
hold_path_class = "input pin to register"
holdCritStartpoint = "raReg[26]"
hold_path_end = "ra_new[26]"
timing.hold.worst_path_depth = 3

[status]
run_status = "finished clean"
[power by group]
group / switching, uW / internal, uW
sequential: 7.53 / 244
combinational: 61.9 / 89.2
clock: 77.6 / 79.8
total: 147 / 413
[routing by layer]
layer / share of wire (%) / vias to the layer above / wire length, microns / global-route usage, %
li1: - / 2028 / - / -
met1: 43 / 1915 / 5247 / 47.59
met2: 47 / 202 / 5697 / 48.80
met3: 8.3 / 22 / 1019 / 5.442
met4: 2.0 / 0 / 249 / 7.407
met5: 0 / - / 0 / 0
[sequential cells by signal, summed over array words and instances, names as in the netlist]
signal and flops:
PC_new 32, ra_new 32
[kinds of logic after synthesis]
logic type               after synthesis
AND-OR/OR-AND                        143
XOR/XNOR                              31
adder cells (fa/ha/maj)                1
buffers and inverters                 39
flip-flops                            64
multiplexers                           5
AND/OR/NAND/NOR                      200
[worst max path at each step]
stage / startpoint / endpoint / cells after the start
final: func[3] / PC_new[19] / 7
after global routing: func[3] / PC_new[19] / 7
after CTS: func[3] / PC_new[19] / 7
[through the flow]
step	instances	power [uW]
final	734	560.1
after global routing	734	585.8
after CTS	734	560.6
after detailed placement	719	405.4
after global placement	719	402.7
after floorplan	483	310.0
[final cells by class]
type	count	area [sq um]	share of cell area, %
flip-flops and latches	64	1602	27.81
clock buffers	12	155.1	2.694
repair buffers	165	1634	28.38
clock inverters	3	17.52	0.3042
inverters	8	30.03	0.5215
multi-input cells	380	2192	38.07
well taps	102	127.6	2.216
[cells in the mapped netlist (all sizes together) (2+ instances only)]
| cell | number |
|---|---|
| nand4 | 6 |
| dfxtp | 32 |
| a31oi | 2 |
| nand2 | 71 |
| a21boi | 2 |
| o31ai | 3 |
| mux2i | 3 |
| o211ai | 2 |
| edfxtp | 32 |
| nand3 | 18 |
| o32a | 2 |
| and4 | 3 |
| inv | 8 |
| nor2b | 4 |
| nor3 | 8 |
| xnor2 | 21 |
| mux2 | 2 |
| nor4 | 4 |
| clkbuf | 12 |
| a21oi | 32 |
| nand3b | 3 |
| or4 | 2 |
| xor2 | 10 |
| nand2b | 5 |
| o21ai | 64 |
| a221o | 7 |
| a21o | 4 |
| nor3b | 5 |
| a22oi | 3 |
| buf | 19 |
| nor2 | 56 |
| and3 | 4 |
| a211oi | 7 |
| a211o | 2 |
| or2 | 4 |
| a2111oi | 2 |
| o22ai | 2 |
| and2 | 2 |
[worst max-delay path, delay by kind of cell]
family | cells | cell delay (ns)
compound gates | 3 | 0.76
buf+inv | 2 | 1.33
simple gates | 2 | 0.93
Power and IR drop assume default switching activity.
