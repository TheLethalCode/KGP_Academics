<file path="flow/run.sh">
#!/bin/bash
# OpenROAD 26Q1-2900-gdf79404cd8, Yosys 0.63+post, stock flow scripts
make -C /OpenROAD-flow-scripts/flow DESIGN_CONFIG=/design/flow/config.mk WORK_HOME=/design/flow/orfs finish
</file>
<file path="flow/config.mk">
export PLATFORM = sky130hd
export DESIGN_NAME = barrel_shifter
export DESIGN_NICKNAME = barrel_shifter
export VERILOG_FILES = /design/flow/design.v
export SDC_FILE = /design/flow/constraint.sdc
export NUM_CORES = 4
export LEC_CHECK = 1
export CORE_UTILIZATION = 40
</file>
<file path="flow/constraint.sdc">
current_design barrel_shifter

set clk_period 3.7
set clk_io_pct 0.2

create_clock -name clk0 -period $clk_period

set non_clock_inputs [all_inputs -no_clocks]
set_input_delay [expr $clk_period * $clk_io_pct] -clock clk0 $non_clock_inputs
set_output_delay [expr $clk_period * $clk_io_pct] -clock clk0 [all_outputs]
</file>
<file path="flow/design.v">
`timescale 1ns / 1ps
module barrel_shifter(
		input [31:0] in,
		input [4:0] shamt,  
		input dir,  
		output reg [63:0] out
    );
	always @(in or shamt or dir)
	begin
		out = in;
		if(shamt[0])
			out = dir? out << 1: out >> 1;
		if(shamt[1])
			out = dir? out << 2: out >> 2;
		if(shamt[2])
			out = dir? out << 4: out >> 4;
	end
endmodule
</file>
==> run summary <==
Reports from this run.

- Summed over all failing endpoints, the final setup total negative slack is 0 ns.
- The worst slew margin relative to its limit reads 0.614.
- The half-perimeter wire length of the detailed placement result reads approximately 7.6 mm.
- The via count of the first global-routing pass is between 3000 and 4000.
- Once placement completed, the tool counted placed cells totaling 615.
- Across all stage logs, warnings added up to 34.
- The first global-routing pass estimated 15.6 mm of wire.
- The gate count after technology mapping reads approximately 450.
- In this run, the synthesized area fraction spent on adder and majority cells is recorded as 0.
- The slowest stage cell on the critical path is sky130_fd_sc_hd__clkdlybuf4s50_1.
- The number of DRC markers after the initial detailed-route iteration reads 172.
- The chip area is around 7800 um^2.
- The sequential fraction of the synthesis area is 0.
- The upper clock frequency limit reads 282 MHz.
- After synthesis the cells add up to between 2000 and 3000 um^2.
- The final critical-path share of the clock period is 0.959.
- The effective utilization at floorplan is 0.413.
- The routed design shows a via density per instance of ~5.8.
- The count of vias placed by the detailed router reads around 3500.
- The total routing usage reported by global routing reads 0.256.
- The number of filler instances in the final layout is 719.
- Max-cap violations in this run came to 0.
- The per-instance average area after synthesis reads between 6 and 7 um^2.
- The average wire length per cell after detail routing is ~16 um.
- Yosys stat counts 446 cells in the synthesized netlist.
- The dominant kind of combinational cell reads AND-OR/OR-AND gates.
- The final timing report lists a hold violation count of 0.
- The post-route antenna net violation count reads 0.
- The transition at the pin with the smallest max-transition slack reads about 0.58 ns.
- The arrival time reported for the critical path endpoint reads about 2.8 ns.
- The top-level port count is 102.
- The number of buffers added for setup after CTS is 0.
- In this run, the synthesized area fraction spent on and/or/nand/nor cells is recorded as 0.193.
- There are 0 flip-flops and latches.
- The combinational cell area excluding buffers and inverters is approximately 2600 um^2.
- The pin count of the biggest net entering global routing is ~51.
- In the synthesis report, Yosys lists the chip area as just under 3000 um^2.
- The number of buffers inserted by port buffering reads 75.
- The area inside the core boundary is 7210 um^2.
- The number of inserted diodes is 0.
- The warning tally printed by Yosys for this design is 1.
- The number of clock buffers in the layout reads 0.
- In this run the horizontal extent of the chip is between 80 and 90 um.
- The peak per-stage delay on the critical path reads roughly 0.57 ns.
- The share of layout cells above drive strength 1 is 0.143.
- Listed in order, past its start point the critical path passes clkdlybuf4s50_1 -> mux2i_1 -> and2_1 -> o32a_1 -> a2bb2oi_1 -> mux2i_1 -> clkdlybuf4s50_1.
- At the worst endpoint, the required time is around 3 ns.
- Pins over their slew limit in the final report were tallied at 0.
- The sequential standard cell area reads 0 um^2.
- The number of unique standard cell types used by synthesis is ~57.
- The endpoint class of the critical path is an output pin.
- The worst VDD IR drop from the latest analysis is approximately 0.053 mV.
- The critical-path maximum fanout reads 5.
- The worst setup path startpoint reads in[30].
- The initial antenna violation count reads 0.
- The element type at the critical path start is an input port.
- The number of setup violations in the final report reads 0.
- The post-synthesis mux area share is 0.232.
- The run finished with clean final reports.
- The path type of the worst min-delay path reads in -> out.
- The fraction of the mapped netlist area in compound gates reads 0.406.
- The vertical die dimension reads 88.3 um.
- The leakage power figure reads around 1.6 nW.
- By startpoint and endpoint, the worst setup path is classified as in -> out.
- Setup repair after global routing left no endpoint under its margin.
- The timing endpoint of the critical path reads out[25].
- The number of design rule violations left after detail routing reads 0.
- Leaving out filler cells and counting taps, the final layout contains approximately 620.
- For reference, the placement row count at floorplan is 31.
- The power density relative to cell area is 137 nW/um^2.
- The clock period minus worst slack is ~3.5 ns.
- The post-route utilization of the core is recorded as 0.525.
- The first-pass detailed-route iteration total is 5.
- The final wirelength reads slightly below 10 mm.
- From synthesis to final layout, the design area changed by 26.9%.
- The routability congestion estimate from global placement is 0.975.
- The parity-gate share of the synthesized area counting xor and xnor cells reads 0.
- For this run the aggregate overflow at the end of global routing stands at 0.
[Yosys cell counts, drive strengths merged (4+ instances only)]
library cell	n	area, um^2
a211o	9	78.8
a211oi	33	288
a21o	5	37.5
a21oi	45	233
a31oi	5	31.3
buf	57	423
clkbuf	12	45.0
inv	9	33.8
mux2	11	124
mux2i	50	500
nand2	36	135
nand2b	5	31.3
nor2	57	214
nor2b	10	62.6
nor3	12	60.1
o211ai	8	60.1
o21ai	25	125
o22ai	8	56.3
o31ai	7	52.6
or2	4	25.0
[power by group]
group,switching (W),total (W),leakage (nW),internal [W]
logic,0.000252,0.000517,1.57,0.000265
clock network,0,0,0,0
registers,0,0,0,0
[stage by stage]
step | worst slack, ns | area (um^2) | power [W] | hold WS [ns]
after global placement | 0.128 | 3780 | 0.000511 | 2.44
after global routing | 0.0457 | 3780 | 0.000566 | 2.42
after detailed placement | 0.126 | 3780 | 0.000511 | 2.42
after CTS | 0.117 | 3780 | 0.000514 | 2.44
final | 0.153 | 3780 | 0.000517 | 2.38
after floorplan | 1.19 | 3070 | 0.000306 | 1.53
[worst max-delay path: cells and delay by family]
kind | cells | cell delay [ns]
AOI/OAI and AO/OA | 2 | 0.53
and+or+nand+nor | 1 | 0.18
muxes | 2 | 0.29
buffers and inverters | 2 | 1.07
[timing repair]
| item | 4_1_cts | 5_1_grt |
|---|---|---|
| resized | 0 | 1 |
| hold buffers | 0 | 0 |
| endpoints found under the setup margin | 0 | 2 |
[cell families after synthesis]
group / count (synthesis)
other: 1
multiplexers: 64
AND/OR/NAND/NOR: 131
buffers and inverters: 78
AND-OR/OR-AND: 172
[routing by layer]
layer / routed length (um) / track usage
met1: 4680 / 0.392
met5: 0 / 0
met3: 571 / 0.00946
met2: 4530 / 0.408
met4: 174 / 0.0411
[cells in the final DEF (no fill, tap or decap), drive strengths merged, types with 4 or more instances in the layout]
cell type and instances:
mux2i 50, o22ai 8, nand2b 5, conb 25
o211ai 8, nor2b 10, a21o 5, nor2 57
a31oi 5, nand2 36, or2 4, clkdlybuf4s50 72
a211oi 33, buf 43, inv 9, mux2 11
o31ai 7, a21oi 45, nor3 12, o21ai 25
a211o 9
[worst min-delay path by stage]
stage             from  endpoint  slack [ns]  cells after the start
CTS           shamt[1]   out[22]        2.44                      4
global route       dir   out[17]        2.42                      4
finish             dir   out[17]        2.38                      4
[area by class of cell]
type | count | area share
Inverter | 9 | 0.00893
Timing Repair Buffer | 115 | 0.279
Multi-Input combinational cell | 392 | 0.679
Tap cell | 99 | 0.0327
Power figures rest on the tool's default switching activity, not on a simulated workload.
